## ./config.mk

```make
export PLATFORM = sky130hd
export DESIGN_NAME = RegisterBank
export DESIGN_NICKNAME = RegisterBank
export VERILOG_FILES = /design/flow/design.v
export SDC_FILE = /design/flow/constraint.sdc
export NUM_CORES = 4
export LEC_CHECK = 1
export CORE_UTILIZATION = 40
```

## ./constraint.sdc

```tcl
current_design RegisterBank

set clk_period 3.6
set clk_io_pct 0.2

create_clock -name clk0 -period $clk_period [get_ports {clk}]

set non_clock_inputs [all_inputs -no_clocks]
set_input_delay [expr $clk_period * $clk_io_pct] -clock clk0 $non_clock_inputs
set_output_delay [expr $clk_period * $clk_io_pct] -clock clk0 [all_outputs]
```

## ./design.v

```verilog
`timescale 1ns / 1ps
module RegisterBank(
    input clk, reg_write,
    input [3:0] src_sel, dest_sel,
    input [7:0] write_data,
    output reg [7:0] src_data, dest_data
    );
    reg [7:0] B, C, D, E, H, L, A, F;
    reg [15:0] HL, DE, BC;
    always @(posedge clk) begin
        if (reg_write) begin
            case (dest_sel)
                4'b0000: A <= write_data;
                4'b0001: B <= write_data;
                4'b0010: C <= write_data;
                4'b0011: D <= write_data;
                4'b0100: E <= write_data;
                4'b0101: H <= write_data;
                4'b0110: L <= write_data;
                4'b0111: HL <= {H, L};
                4'b1000: DE <= {D, E};
                4'b1001: BC <= {B, C};
                default: ;
            endcase
        end
    end
    always @(*) begin
        case (src_sel)
            4'b0000: src_data = A;
            4'b0001: src_data = B;
            4'b0010: src_data = C;
            4'b0011: src_data = D;
            4'b0100: src_data = E;
            4'b0101: src_data = H;
            4'b0110: src_data = L;
            4'b0111: src_data = HL[7:0];
            4'b1000: src_data = DE[7:0];
            4'b1001: src_data = BC[7:0];
            default: src_data = 8'b0;
        endcase
        case (dest_sel)
            4'b0000: dest_data = A;
            4'b0001: dest_data = B;
            4'b0010: dest_data = C;
            4'b0011: dest_data = D;
            4'b0100: dest_data = E;
            4'b0101: dest_data = H;
            4'b0110: dest_data = L;
            4'b0111: dest_data = HL[15:8];
            4'b1000: dest_data = DE[15:8];
            4'b1001: dest_data = BC[15:8];
            default: dest_data = 8'b0;
        endcase
    end
endmodule
```

## ./run.sh

```bash
#!/bin/bash
# OpenROAD 26Q1-2900-gdf79404cd8, Yosys 0.63+post, stock flow scripts
make -C /OpenROAD-flow-scripts/flow DESIGN_CONFIG=/design/flow/config.mk WORK_HOME=/design/flow/orfs finish
```

==> results.sh <==
# yosys + openroad results
export IMPL_finalSetupTns_ns=0
export IMPL_top_area_cell="edfxtp_1"
export IMPL_warnings=25
export IMPL_sw_frac_of_total_pct=21.4
export IMPL_antenna_cells=0
export IMPL_synth_area_top_cells="edfxtp_1, mux2i_1, mux2_1"
export IMPL_slowest_delay_ns=0.50
export IMPL_critPathMaxFanout=24
export IMPL_rows=39
export IMPL_outcome="complete, no violations"
export IMPL_fin_ws_ns=0.0754
export IMPL_cts_sinks=104
export IMPL_p_total_uw=2750
export IMPL_cts_tree="done"
export IMPL_required_ns=2.88
export IMPL_max_vdd_ir_drop_mv=0.295
export IMPL_layout_drive_gt1_share_pct=19.8
export IMPL_cts_buffers=9
export IMPL_ys_types=54
export IMPL_initialDrtViolationCount=301
export IMPL_crit_path_end_kind="output port"
export IMPL_slew_viol_final=0
export IMPL_comb_area_sq_mm=0.00150
export IMPL_synth_seq_area_share_pct=65.6
export IMPL_mux_share_pct=8.80
export IMPL_seq_area_sq_mm=0.00312
export IMPL_antenna_found_initial=0
export IMPL_ant_nets=0
export IMPL_core_sq_mm=0.0115
export IMPL_path_clk_slew_ns=0.07
export IMPL_grt_pass1_vias=3357
export IMPL_synthArstFlopShare_pct=0
export IMPL_htree_levels=3
export IMPL_mostFrequentLayoutCell="edfxtp_1"
export IMPL_grt_max_degree=28
export IMPL_io_pins=34
export IMPL_p_seq_share_pct=49.2
export IMPL_relSlewSlack_pct=63.3
export IMPL_gp_congestion=0.985
export IMPL_cts_root_buffer="clkbuf_16"
export IMPL_viasPerCell=6.06
export IMPL_place_detailed_hpwl_um=9390
export IMPL_p_comb_share_pct=9.7
export IMPL_syn_area_sq_mm=0.00476
export IMPL_finalClockPeriodUsage_pct=97.9
export IMPL_fmax_mhz=284
export IMPL_cp_arrival_ns=2.80
export IMPL_start_kind="input pin"
export IMPL_clockBufferDepth=2
export IMPL_finalNonFillerCells=548
export IMPL_leakagePower_uw=0.00208
export IMPL_syn_avg_cell_area_sq_um=14.4
export IMPL_yosys_area_sq_mm=0.00476
export IMPL_grt_ovfl_total=0
export IMPL_top_cell_area_share_pct=65.6
export IMPL_worstSkewPairLatency_ns=0.34
export IMPL_synth_edff_count=104
export IMPL_switching_power_uw=588
export IMPL_synthTopLogicFamily="AND-OR/OR-AND gates"
export IMPL_dpl_worst_slack_ns=0.0884
export IMPL_wl_per_cell_um=24.2
export IMPL_yosys_area_share_adder_pct=0
export IMPL_hold_buffers=0
export IMPL_pwr_share_clk_pct=41.2
export IMPL_cpMostUsedCell="clkdlybuf4s50_1"
export IMPL_fp_dieW_um=111
export IMPL_power_density_mw_per_mm2=466
export IMPL_synth_flops=104
export IMPL_rsz0062_at_grt="false"
export IMPL_fillCellCount=976
export IMPL_routed_via_count=3322
export IMPL_finalWirelength_um=13300
export IMPL_yosys_most_used_dff="edfxtp_1"
export IMPL_drc=0
export IMPL_p_int_uw=2160
export IMPL_tightest_slew_ns=0.549
export IMPL_io_buffers=33
export IMPL_first_pass_iters=21
export IMPL_syn_to_final_growth_pct=23.9
export IMPL_ys_cells=330
export IMPL_layout_min_cycle_time_ns=3.52
export IMPL_grtUsageTotal_pct=23.6
export IMPL_hold_path_class="reg -> reg"
export IMPL_r2r_start="H[0]"
export IMPL_aoi_share_pct=12.3
export IMPL_grt_pass1_wl_um=20000
export IMPL_ys_sh_simple_pct=10.4
export IMPL_layout_top_cells="edfxtp_1, buf_4, clkdlybuf4s50_1"
export IMPL_worstPathCellList="clkdlybuf4s50_1, buf_12, mux2_2, a222oi_1, o211ai_1, clkdlybuf4s50_1"
export IMPL_netlist_instances=330
export IMPL_min_from="C[7]"
export IMPL_die_y_um=111
export IMPL_utilization_pct=51.2
export IMPL_setup_viol=0
export IMPL_critPathSlowestCell="clkdlybuf4s50_1"
export IMPL_path_class="in -> out"
export IMPL_maxCapViolCount=0
export IMPL_ys_warnings_count=1
export IMPL_post_place_cells=530
export IMPL_chip_area_sq_mm=0.0123
export IMPL_fp_util_pct=41.4
export IMPL_crit_start="dest_sel[0]"
export IMPL_hold_violations=0
export IMPL_skew_ns=0.00504
export IMPL_synth_xor_area_share_pct=0
-- logic make-up after synthesis --
group           after synthesis
flops                       104
simple gates                 87
compound gates               76
mux                          40
buf+inv                      23
-- power groups by stage --
stage | sequential (uW) | clock [uW] | combinational [uW]
4_1_cts | 1350 | 1150 | 263
5_1_grt | 1350 | 1190 | 283
6_report | 1350 | 1130 | 266
-- synth_stat cells (all sizes together), types with 3 or more instances --
library cell / count
a21oi: 4
and3: 6
a211o: 3
o32ai: 3
mux2i: 25
nand2: 13
or3: 3
a22o: 10
nor3: 10
o211ai: 3
a222oi: 3
nor2: 19
edfxtp: 104
mux2: 15
a22oi: 13
o21ai: 9
nor2b: 9
a211oi: 3
nand3: 6
o22ai: 8
buf: 20
and3b: 4
a32oi: 7
-- per-layer routing --
metal	up-vias	track usage, %	wire length, um
met5	-	0	0
met4	0	4.68	324
met3	28	9.81	1530
met2	210	34.8	6070
met1	1606	35.7	5350
li1	1478	-	-
-- worst max-delay path: cells and delay by family --
kind,cells,cell delay (ns)
buffers and inverters,3,1.16
AOI/OAI and AO/OA,2,0.55
muxes,1,0.36
-- flip-flops by register name, indices dropped and copies added (netlist names) --
name / flops
BC: 16
HL: 16
DE: 16
B: 8
L: 8
C: 8
D: 8
A: 8
E: 8
H: 8
-- final cells by class --
type / instances / share of cell area, %
clock buffer: 9 / 3.82
tap: 143 / 3.03
inverter: 1 / 0.0636
sequential: 104 / 52.9
timing repair buffer: 81 / 12.6
multi-input combinational: 203 / 25.4
clock inverter: 7 / 2.12
-- metrics by stage --
step	hold slack, ns	instance area [sq um]
floorplan	0.435	4760
global placement	0.456	5530
detailed placement	0.456	5530
CTS	0.481	5880
global route	0.486	5900
finish	0.481	5900
-- path summary, 6_finish.rpt --
check                 endpoint  slack [ns]  cells past startpoint
setup / recovery  dest_data[4]        0.08                      6
hold / removal           BC[7]        0.48                      0
setup reg to reg         HL[8]        2.86                      0
hold reg to reg          BC[7]        0.48                      0
-- what timing repair did --
| item | CTS | global route |
|---|---|---|
| hold endpoints to repair | 0 | 0 |
| buffers inserted | 0 | 2 |
| endpoints found under the setup margin | 0 | 2 |
| gates resized | 0 | 1 |
Power is estimated from default activity; no workload was simulated.
