[run.sh]
#!/bin/bash
# OpenROAD 26Q1-2900-gdf79404cd8, Yosys 0.63+post, stock flow scripts
make -C /OpenROAD-flow-scripts/flow DESIGN_CONFIG=/design/flow/config.mk WORK_HOME=/design/flow/orfs finish
[config.mk]
export PLATFORM = sky130hd
export DESIGN_NAME = ALU
export DESIGN_NICKNAME = ALU
export VERILOG_FILES = /design/flow/design.v
export SDC_FILE = /design/flow/constraint.sdc
export NUM_CORES = 4
export LEC_CHECK = 1
export CORE_AREA = 10 10 103 103
export DIE_AREA = 0 0 113 113
[constraint.sdc]
current_design ALU

set clk_period 10.3
set clk_io_pct 0.2

create_clock -name clk0 -period $clk_period

set non_clock_inputs [all_inputs -no_clocks]
set_input_delay [expr $clk_period * $clk_io_pct] -clock clk0 $non_clock_inputs
set_output_delay [expr $clk_period * $clk_io_pct] -clock clk0 [all_outputs]
[design.v]
module FlagsRegister(clk, reset, update, Z_in, C_in, V_in, S_in, Z, C, V, S);
  input clk, reset, update, Z_in, C_in, V_in, S_in;
  output reg Z,C,V,S;
  always @(posedge clk or posedge reset) begin
    if (reset) begin
      Z <= 0;
      C <= 0;
      V <= 0;
      S <= 0;
    end else if (update) begin
      Z <= Z_in;
      C <= C_in;
      V <= V_in;
      S <= S_in;
    end
  end
endmodule
module ALU(a, b, opcode, out, Z, C, V, S);
  input [7:0] a, b;
  input [3:0] opcode;
  output reg [7:0] out;
  output Z, C, V, S;
  reg [7:0] result;
  wire carry_out;
  always @(a or b or opcode) begin
    case(opcode)
      4'b0000 : result = a;              
      4'b0001 : result = a - 1;         
      4'b0010 : result = a + 1;          
      4'b0011 : result = b;              
      4'b0100 : result = b - 1;          
      4'b0101 : result = b + 1;          
      4'b0110 : result = a + b;          
      4'b0111 : result = a - b;          
      4'b1000 : result = a & b;          
      4'b1001 : result = ~(a & b);      
      4'b1010 : result = a | b;          
      4'b1011 : result = ~(a | b);       
      4'b1100 : result = a ^ b;         
      4'b1101 : result = ~(a ^ b);         
      4'b1110 : result = ~a;             
      4'b1111 : result = ~b;             
      default: result = 8'b00000000;   
    endcase
  end
  assign out = result;
  assign Z = (result == 8'b0);
  assign C = carry_out; 
  assign V = (a[7] & b[7] & ~result[7]) | (~a[7] & ~b[7] & result[7]);
  assign carry_out = (opcode == 4'b0110) ? (a + b > 8'b11111111) :
                     (opcode == 4'b0111) ? (a - b < 8'b0) : 0; 
endmodule
==> ci_impl_report.md <==
### Metrics collected by this job

| Metric | Value |
|---|---|
| Fin crit period | `8315 ps` |
| Buffer and inverter count on the worst path | `3` |
| Final Hold Violation Tally | `0` |
| Vias | `2,401` |
| Gate Area | `between 0.002 and 0.0025 mm2` |
| Sequential Area | `0 um2` |
| CTS resizes | `0` |
| Top cells by area | `ha_1 (16%), xnor2_1 (6.0%), inv_1 (4.8%)` |
| Vias in the first global route | `2,252` |
| Startpoint Class | `primary input` |
| Mapped Area | `0.002340 mm2` |
| Setup CP Type | `primary input to primary output` |
| P&R area growth vs syn | `12.73%` |
| Yosys chip area | `0.002340 mm2` |
| Initial antenna violation count | `0` |
| Synth cell types | `72` |
| Total global routing track utilization | `11.50%` |
| Crit-path slowest cell | `nor3b_2` |
| Worst Hold Path Cells | `4` |
| Sum Neg Setup Slack | `0 ps` |
| Init Core Util | `between 20% and 30%` |
| Status | `finished, final reports clean` |
| Routed WL | `between 7000 and 8000 um` |
| N_diodes | `0` |
| Die Area | `0.01277 mm2` |
| Worst Tran Pin Value | `804.3 ps` |
| # Cells Yosys | `319` |
| Critical path cell sequence | `clkdlybuf4s50_1 > buf_4 > nor3b_2 > nand2_1 > ha_1 > a21oi_1 > o211ai_1 > o41ai_1 > xnor2_1 > nand2_1 > a31oi_4 > mux2_1 > clkdlybuf4s50_1` |
| Gpl congestion | `0.9354` |
| Cell row count | `33` |
| Levels on crit path | `13` |
| Peak VDD IR | `18.13 uV` |
| Top delay family on crit path | `simple AND/OR/NAND/NOR gates` |
| Pin count of the biggest net entering global routing | `between 40 and 50` |
| Fmax | `120.3 MHz` |
| Final core occ | `between 30% and 40%` |
| 1st-iter DRT viols | `between 200 and 250` |
| GRT overflow | `0` |
| Syn Area/Cell | `7.335 um2` |
| Critical path arrival | `6260 ps` |
| Slew HR | `between 40% and 50%` |
| Post-CTS Setup Repair Bufs | `0` |
| Finished Layout Cells | `~440` |
| Hpwl dp | `6015 um` |
| CLK BUF | `0` |
| Seq/Total Area, Yosys | `0%` |
| Post-CTS Hold Fix Bufs | `0` |
| Placed cells | `439` |
| Syn Inst Count | `319` |
| Synth top area share | `16.04%` |
| Via density | `5.469` |
| Core area | `around 0.0083 mm2` |
| IO Pins | `32` |
| CP max stage delay | `~700 ps` |
| Tcrit/Tclk final | `80.73%` |
| Synthesis Warnings | `3` |
| Slew Limit Fails | `0` |
| Cell taking the most area after synthesis | `ha_1` |
| RSZ-0062 raised after global routing | `false` |
| Crit. End Element | `primary output` |
| # setup viols final | `0` |
| Routed wire per std cell | `between 15 and 20 um` |
| Max Cap Viol | `0` |
| Drt pass-1 iters | `4` |
| Routed Antenna Nets | `0` |
| Die width | `113 um` |
| Hold WC Path Type | `primary input to primary output` |
| Tool warnings | `about 40` |
| Crit Path Max Fanout | `45` |
| Flops | `0` |
| Fillers | `approximately 900` |
| Post-layout power | `132.7 uW` |
| Pleak | `0.001074 uW` |
| WP data required | `8240 ps` |
| Layout cells sized above 1 | `roughly 6.6%` |
| Pwr dens | `50.32 mW/mm2` |
| Port bufs | `30` |
| DRC Markers | `0` |
| Global-route wire length before repair | `~12,000 um` |
| Die height | `roughly 110 um` |
[metal layers]
metal | up-vias | wire, um | GRT usage [%]
met3 | 6 | 546 | 0.8013
met5 | - | 0 | 0
met2 | 82 | 3383 | 17.59
li1 | 1210 | - | -
met1 | 1103 | 3561 | 17.82
met4 | 0 | 53 | 0.6768
[final timing paths]
kind | startpoint | to | slack [ps]
max | opcode[1] | V | 1980
min | opcode[0] | out[0] | 5080
[logic make-up (layout without fill, tap and decap cells)]
kind of cell	count (synthesis)	count (layout)	share of synthesized area (%)
multiplexers	4	4	1.818
AND/OR/NAND/NOR	109	109	26.36
XOR/XNOR	24	24	8.984
AND-OR/OR-AND	97	97	31.98
buffers and inverters	51	65	12.09
other	1	2	0.1603
adder cells (fa/ha/maj)	33	33	18.61
[where the power goes]
group          internal, uW  total, uW  switching, uW
Sequential                0          0              0
Combinational          61.7        133           71.1
Clock                     0          0              0
Total                  61.7        133           71.1
[cells in the final DEF, fill, tap and decap left out, types with 5 or more instances in the layout]
cell	instances
nand3_1	9
nand2_1	12
xor2_1	8
nand2b_1	8
ha_1	30
inv_1	30
xnor2_1	16
a21oi_1	14
nor3_1	11
o32ai_1	5
o21ai_0	16
and3_1	13
buf_4	5
nor2_1	26
clkdlybuf4s50_1	29
nor2b_1	5
[final cells by class]
type,count,share of cell area [%]
Multi-Input combinational cell,269,78.13
Timing Repair Buffer,35,12.62
Tap cell,105,4.981
Inverter,30,4.269
[per-stage QoR]
step / hold slack, ps / area [um2] / worst slack [ps]
final: 5083 / 2638 / 1985
after detailed placement: 5093 / 2638 / 1987
after CTS: 5093 / 2638 / 1949
after floorplan: 4189 / 2344 / 3791
after global placement: 5094 / 2638 / 1974
after global routing: 5157 / 2638 / 1684
[Yosys cell counts (4+ instances only)]
cell type	n
xnor2_1	16
o22ai_1	4
nor2b_1	5
xor2_1	8
a31oi_1	4
ha_1	30
inv_1	30
nand2b_1	8
buf_6	5
o32ai_1	5
nand2_1	12
a21oi_1	14
buf_4	7
o21ai_0	16
nor2_1	26
a211o_1	4
and3_1	13
o31ai_1	4
buf_2	4
nand3_1	9
nor3_1	11
Power and IR drop assume default switching activity.
